==> ./design.v <==
`timescale 1ns / 1ps
module usbModule (
    output STP,
    output USB_RST,
    inout [7:0] DATA_OUT_PORT,
    input CLK_USB,
    input DIR,
    input NXT,
    input SYS_RST,
    input SYSTEM_READY
);
  localparam FunctionControlWrite = {2'b10, 6'h04, 8'b01000001};
  localparam InterfaceControlWrite = {2'b10, 6'h07, 8'b00000000};
  localparam OTGControlWrite = {2'b10, 6'h0A, 8'b00000110};
  localparam USBInterruptEnableRising = {2'b10, 6'h0D, 8'b00011111};
  localparam USBInterruptEnableFalling = {2'b10, 6'h10, 8'b00011111};
  localparam USBInterruptStatusRegister = {2'b10, 6'h13, 8'b00000000};
  localparam IDLE_DATA = {2'b00, 6'h00};
  localparam USBInterruptStatus_RD = {
    2'b11, 6'h14, 8'b00000000
  };   
  localparam DebugRegister = {2'b11, 6'h15, 8'b00000000};   
  localparam  BOOT_UP=                           10, 
              IDLE =                             11, 
              SET_FUNCTION_CONTROL=              12,  
              SET_INTERFACE_CONTROL =            13, 
              SET_OTG_CONTROL =                  14,
              SET_USB_INTERRUPT_EN_R =           15, 
              SET_USB_INTERRUPT_F=               16, 
              SET_USB_INTERRUPT_STATUS_REGISTER= 17,
              CONFIGURATION_COMPLETE=            18,
              TRANSMIT_DATA=                     19;
  localparam SEND_DATA = 31;
  localparam RX_MODE = 1;
  localparam TX_MODE = 0; 
  localparam TXD_CMD_USB_TX= 8'b01000011;
  reg [31:0] Data_trx;
  reg [7:0] TX_DATA = 8'd0;
  reg [15:0] RX_DATA = 16'd0;
  reg STP_R = 1'b0;
  reg USB_RST_R = 1'b0;
  reg [7:0] SYS_STATE = 8'd10;
  reg INITIATE_BOOT = 1'b1;
  reg [15:0] BOOTUP_COUNTER = 16'd0;
  reg BOOT_UP_DONE = 1'b0;
  reg [15:0] data_counter = 4'b0; 
  reg [1:0] NXT_VALID = 2'd0;
  reg READY_GO = 1'b0;
  reg TRX_STATE = TX_MODE; 
  reg DATA_VALID;
  reg [7:0]DATA_OUT;
	assign DATA_OUT_PORT= DATA_OUT;
	assign STP = STP_R;
	assign USB_RST = USB_RST_R;
  always @(posedge CLK_USB) begin
    if (INITIATE_BOOT && BOOTUP_COUNTER <= 16'd25) begin
      BOOTUP_COUNTER <= BOOTUP_COUNTER + 1;
      BOOT_UP_DONE   <= 1'b0;
    end else begin
      BOOT_UP_DONE   <= 1'b1;
      BOOTUP_COUNTER <= 16'd0;
    end
  end
  always@(posedge CLK_USB)
  begin
	if (SYSTEM_READY)
		READY_GO = 1'b1;
   else if (SYS_RST)
		READY_GO = 1'b0;
  end
   always@(posedge CLK_USB)
   begin   
		if (DIR) TRX_STATE <= RX_MODE;
      else     TRX_STATE <= TX_MODE;
   end
  always @(negedge CLK_USB or posedge SYS_RST) begin
    if (SYS_RST) begin
      SYS_STATE = BOOT_UP;
      TX_DATA   = 8'b0;
      USB_RST_R = 1'b1;   
    end 
    else begin
      case (SYS_STATE)
        BOOT_UP: begin
            INITIATE_BOOT <= 1'b1;
          if (BOOT_UP_DONE) begin
            INITIATE_BOOT <= 1'b0;
            SYS_STATE <= SET_FUNCTION_CONTROL;
            USB_RST_R <= 1'b0;
          end
        end
        SET_FUNCTION_CONTROL: begin
          if (DIR == 0) begin
            case (data_counter)
              16'd0: begin
                TX_DATA <= FunctionControlWrite[15:8];
              end
              16'd1: begin
                TX_DATA <= FunctionControlWrite[15:8];
              end
              16'd2: begin
                TX_DATA <= FunctionControlWrite[15:8];
                if (NXT) NXT_VALID = 2'b01;
              end
              16'd3: begin
                if (NXT) begin
                  NXT_VALID <= 2'b10;
                  TX_DATA   <= FunctionControlWrite[7:0];
                end
              end
              16'd4: begin
                STP_R   <= 1'b1;
                TX_DATA <= IDLE_DATA;
              end
              16'd5: begin
                STP_R   <= 1'b0;
                TX_DATA <= IDLE_DATA;
              end
               16'd6: begin
                STP_R   <= 1'b0;
                TX_DATA <= IDLE_DATA;
              end
              16'd7: begin
                TX_DATA <= IDLE_DATA;
                SYS_STATE <= SET_INTERFACE_CONTROL ;   
                data_counter <= 16'd0;
              end 
             default: begin data_counter<= 16'b0;end
            endcase
            end  end
          SET_INTERFACE_CONTROL: begin
                  if (DIR == 0) begin
                    case (data_counter)
                      16'd0: begin
                        TX_DATA <= InterfaceControlWrite[15:8];
                      end
                      16'd1: begin
                        TX_DATA <= InterfaceControlWrite[15:8];
                      end
                      16'd2: begin
                        TX_DATA <= InterfaceControlWrite[15:8];
                        if (NXT) NXT_VALID = 2'b01;
                      end
                      16'd3: begin
                        if (NXT) begin
                          NXT_VALID <= 2'b10;
                          TX_DATA   <= InterfaceControlWrite[7:0];
                        end
                      end
                      16'd4: begin
                        STP_R   <= 1'b1;
                        TX_DATA <= IDLE_DATA;
                      end
                      16'd5: begin
                        STP_R   <= 1'b0;
                        TX_DATA <= IDLE_DATA;
                      end
                      16'd7: begin
                        TX_DATA <= IDLE_DATA;
                        SYS_STATE <= SET_OTG_CONTROL ;   
                        data_counter <= 16'd0;
                      end 
                      default: begin data_counter<= 16'b0;end
                    endcase
             end 
				end
          SET_OTG_CONTROL: begin
                  if (DIR == 0) begin
                    case (data_counter)
                      16'd0: begin
                        TX_DATA <= OTGControlWrite[15:8];
                      end
                      16'd1: begin
                        TX_DATA <= OTGControlWrite[15:8];
                      end
                      16'd2: begin
                        TX_DATA <= OTGControlWrite[15:8];
                        if (NXT) NXT_VALID = 2'b01;
                      end
                      16'd3: begin
                        if (NXT) begin
                          NXT_VALID <= 2'b10;
                          TX_DATA   <= OTGControlWrite[7:0];
                        end
                      end
                      16'd4: begin
                        STP_R   <= 1'b1;
                        TX_DATA <= IDLE_DATA;
                      end
                      16'd5: begin
                        STP_R   <= 1'b0;
                        TX_DATA <= IDLE_DATA;
                      end
                      16'd7: begin
                        TX_DATA <= IDLE_DATA;
                        SYS_STATE <= SET_USB_INTERRUPT_EN_R ;   
                        data_counter <= 16'd0;
                      end 
                      default: begin data_counter<= 16'b0;end
                    endcase
             end end
          SET_USB_INTERRUPT_EN_R: begin
                  if (DIR == 0) begin
                    case (data_counter)
                      16'd0: begin
                        TX_DATA <= USBInterruptEnableRising[15:8];
                      end
                      16'd1: begin
                        TX_DATA <= USBInterruptEnableRising[15:8]; 
                        if (NXT) NXT_VALID = 2'b01;
                      end
                      16'd3: begin
                        if (NXT) begin
                          NXT_VALID <= 2'b10;
                          TX_DATA   <= USBInterruptEnableRising[7:0];
                        end
                      end
                      16'd4: begin
                        STP_R   <= 1'b1;
                        TX_DATA <= IDLE_DATA;
                      end
                      16'd5: begin
                        STP_R   <= 1'b0;
                        TX_DATA <= IDLE_DATA;
                      end
                      16'd7: begin
                        TX_DATA <= IDLE_DATA;
                        SYS_STATE <= SET_USB_INTERRUPT_F ;   
                        data_counter <= 16'd0;
                      end 
                      default: begin data_counter<= 16'b0;end
                    endcase
             end end
            SET_USB_INTERRUPT_F: begin
                  if (DIR == 0) begin
                    case (data_counter)
                      16'd0: begin
                        TX_DATA <= USBInterruptEnableFalling[15:8];
                      end
                      16'd1: begin
                        TX_DATA <= USBInterruptEnableFalling[15:8];
                        if (NXT) NXT_VALID = 2'b01;
                      end
                      16'd3: begin
                        if (NXT) begin
                          NXT_VALID <= 2'b10;
                          TX_DATA   <= USBInterruptEnableFalling[7:0];
                        end
                      end
                      16'd4: begin
                        STP_R   <= 1'b1;
                        TX_DATA <= IDLE_DATA;
                      end
                      16'd5: begin
                        STP_R   <= 1'b0;
                        TX_DATA <= IDLE_DATA;
                      end
                      16'd7: begin
                        TX_DATA <= IDLE_DATA;
                        SYS_STATE <= SET_USB_INTERRUPT_STATUS_REGISTER ;   
                        data_counter <= 16'd0;
                      end 
                      default: begin data_counter<= 16'b0;end
                    endcase
             end end
             SET_USB_INTERRUPT_STATUS_REGISTER: begin
                  if (DIR == 0) begin
                    case (data_counter)
                      16'd0: begin
                        TX_DATA <= USBInterruptStatusRegister[15:8];
                      end
                      16'd1: begin
                        TX_DATA <= USBInterruptStatusRegister[15:8];
                        if (NXT) NXT_VALID = 2'b01;
                      end
                      16'd3: begin
                        if (NXT) begin
                          NXT_VALID <= 2'b10;
                          TX_DATA   <= USBInterruptStatusRegister[7:0];
                        end
                      end
                      16'd4: begin
                        STP_R   <= 1'b1;
                        TX_DATA <= IDLE_DATA;
                      end
                      16'd5: begin
                        STP_R   <= 1'b0;
                        TX_DATA <= IDLE_DATA;
                      end
                      16'd7: begin
                        TX_DATA <= IDLE_DATA;
                        SYS_STATE <= CONFIGURATION_COMPLETE ;   
                        data_counter <= 16'd0;
                      end
                      default: begin data_counter<= 16'b0; end
                    endcase
					end 
				 end
          CONFIGURATION_COMPLETE: begin
				data_counter <= 16'd0;
				TX_DATA <= IDLE_DATA;
				SYS_STATE <= TRANSMIT_DATA;
          end
			 TRANSMIT_DATA: begin
				if (READY_GO) begin
            case(TRX_STATE)
                RX_MODE: begin
                case (data_counter)
                16'd1: begin
                    STP_R= 1'b0;
                    RX_DATA[7:0] = DATA_OUT;
                    DATA_VALID = 1'b0;
                end
                16'd4:begin
						 if(NXT) begin
							  RX_DATA[7:0] = DATA_OUT;
						 end
                end
                16'd6:begin
						 if(NXT) begin
							  RX_DATA[15:8] = DATA_OUT;
							  DATA_VALID=1'b1;
						 end                
                end
                16'd7: begin
                if(NXT)SYS_STATE<= IDLE;
                end
                endcase
                end
             TX_MODE: begin   
                 if(!DIR)begin 
                 case(data_counter)
                 16'd1:  begin
                 DATA_OUT<= TXD_CMD_USB_TX;
                data_counter<=data_counter+1;
                 end
                16'd2: begin
                data_counter=data_counter+1;
                end
                16'd3: begin
                data_counter=data_counter+1;
                end
                16'd4: begin
						 if (NXT) 
							DATA_OUT <= Data_trx[7:0]; 
						 data_counter<=data_counter+1;
                end
                16'd5: begin
						 if (NXT) 
							DATA_OUT <= Data_trx[15:8]; 
						data_counter <= data_counter+1;
                end
                16'd6: begin
                 DATA_OUT<= Data_trx[23:16]; 
                data_counter<=data_counter+1;
                end
               16'd7: begin
                data_counter<=data_counter+1;
                end
                16'd8: begin
                if(NXT) DATA_OUT<= Data_trx[31:24]; 
                data_counter<=data_counter+1;
                end
                16'd9: begin
                 if(NXT) SYS_STATE<=IDLE; 
                data_counter<=0;
                end
            endcase
            end
         end
      endcase
    end
end
endcase
 end 
end
endmodule
==> ./run.sh <==
#!/bin/bash
# OpenROAD 26Q1-2900-gdf79404cd8, Yosys 0.63+post, stock flow scripts
make -C /OpenROAD-flow-scripts/flow DESIGN_CONFIG=/design/flow/config.mk WORK_HOME=/design/flow/orfs finish
==> ./config.mk <==
export PLATFORM = sky130hd
export DESIGN_NAME = usbModule
export DESIGN_NICKNAME = usbModule
export VERILOG_FILES = /design/flow/design.v
export SDC_FILE = /design/flow/constraint.sdc
export NUM_CORES = 4
export LEC_CHECK = 1
export CORE_UTILIZATION = 40
==> ./constraint.sdc <==
current_design usbModule

set clk_period 5.3
set clk_io_pct 0.2

create_clock -name clk0 -period $clk_period [get_ports {CLK_USB}]

set non_clock_inputs [all_inputs -no_clocks]
set_input_delay [expr $clk_period * $clk_io_pct] -clock clk0 $non_clock_inputs
set_output_delay [expr $clk_period * $clk_io_pct] -clock clk0 [all_outputs]
==> impl_metrics.csv <==
group,metric,value,unit
yosys,edf_count,18,
die,fp.dieH,76.77,um
place,gp_congestion,0.8570,
yosys,synth_top_flop_cell,"dfxtp_1",
yosys,top_cell,"nor2_1",
place,postPlaceCellArea,2434,um2
yosys,area_leaders,"edfxtp_1 24%, dfxtp_1 17%, nor2_1 4.9%",
die,io_pins,15,
sta,rsz0062_at_grt,"no",
grt,grtUsageMet3,3.628,%
cts,clkLatencyLatePin,0.36,ns
critical_path,rr_startpoint,"TRX_STATE",
grt,antenna_found_initial,0,
layout,fillers,451,
place,dp.final_hpwl,2925,um
yosys,yosys_area,2236,um2
place,portBuffers,6,
cts,htreeDepth,2,
detailed_routing,antenna_cells,0,
cts,cts_max_path_buffers,2,
sta,setup_viol,0,
sta,hold_viol,0,
worst_hold_path,hold_start,"BOOTUP_COUNTER[0]",
sta,setup-tns-final,0,ns
pwr,p_leak,1.080,nW
sta,final_max_slew_viol_count,0,
layout,stdcell_area,2671,um2
detailed_routing,drc,0,
detailed_routing,drt_first_pass_iters,4,
detailed_routing,vias_per_cell,5.033,
critical_path,critPathCaptureType,"flip-flop",
yosys,ys_types,56,
cts,cts_setup_buffers,0,
place,placed_cells,307,
critical_path,worstSetupPathType,"input port to flip-flop",
pwr,p_per_area,264.7,nW/um2
critical_path,reg2reg_depth,5,
yosys,synth_area,2236,um2
detailed_routing,num_vias,1691,
yosys,top_cell_area_share,24.17,%
detailed_routing,wirelength,4279,um
cts,clk_pin_slew_worst_paths,0.08,ns
layout,syn2layout_area_growth,19.47,%
sta,tightest_slew,0.5116,ns
grt,grt_pass1_vias,1572,
pwr,power,0.7072,mW
critical_path,critPathLaunch,"NXT",
status,outcome,"complete, no violations",
yosys,async_reset_ff_share,13.95,%
worst_hold_path,hold_end,"BOOTUP_COUNTER[0]",
grt,grt-ovfl-total,0,
flow_run,warnings,51,
grt,gr-usage-met2,21.34,%
yosys,yosys.area.top_type,"edfxtp_1",
die,die-width,76.77,um
layout,final_util,51.00,%
yosys,ys_seq_share,48.07,%
pwr,ir_worst_vdd,0.1671,mV
cts,clock_sinks,43,
detailed_routing,drtIter0Drc,156,
grt,use_met1,25.78,%
layout,fin_cells,336,
worst_hold_path,hold_depth,1,
die,rows,26,
cts,cts_tree,"done",
critical_path,startpoint_type,"input port",
detailed_routing,ant_nets,0,
yosys,ys_ff,43,
sta,clock_skew,0.06273,ns
yosys,synth_cells,222,
layout,drive_gt1_share,11.28,%
detailed_routing,wl_per_cell,12.74,um
cts,cts_root_buf,"clkbuf_8",
critical_path,r2r_end,"data_counter[8]",
sta,max-slew-margin-rel,65.42,%
critical_path,critPathRequiredTime,2.80,ns
critical_path,cp.arrival,2.64,ns
worst_hold_path,hold_class,"flip-flop to flip-flop",
die,initCoreUtil,42.69,%
die,core-area,5238,um2
grt,grt_pass1_wl,7314,um
critical_path,crit_fanout,4,
yosys,synth.avg_cell_area,10.07,um2
grt,grt_max_degree,17,
cts,cts_made_buffers,5,
flow_run,cap_violations,0,
die,chipArea,5893,um2
grt,grt.busiest_layer,"met1",
critical_path,rrSetupSlack,0.85,ns
yosys,yosys_warnings,33,
grt,grt_use_total,15.74,%
yosys,ys_cells,222,
yosys,common_cells,"29 x nor2_1, 19 x dfxtp_1, 18 x edfxtp_1",
placed cells by master, fill, tap and decap left out, types with 2 or more instances in the layout:
master / instances
a21oi_1: 9
nor2_1: 29
nand2_1: 11
xor2_1: 12
conb_1: 19
nand4_1: 7
and4_1: 2
edfxtp_1: 18
nand3b_1: 3
nor3b_1: 2
o211ai_1: 2
ha_1: 7
clkbuf_8: 6
and3b_1: 2
nand3_1: 8
and2_1: 2
buf_4: 5
dfrtn_1: 3
and3_1: 3
o21ai_0: 5
dfstp_2: 3
clkdlybuf4s50_1: 5
or4_4: 3
xnor2_1: 5
inv_1: 35
dfxtp_1: 19
nor4_1: 3
nor4b_1: 2
nor3_1: 2
timing repair:
item | in CTS | in global routing
hold buffers | 0 | 0
endpoints found under the setup margin | 0 | 9
gates resized | 0 | 2
metrics by stage:
stage	hold slack, ns	setup WS [ns]
CTS	0.4911	0.05059
finish	0.4853	0.1599
floorplan	0.4446	0.06490
global placement	0.4681	-0.2532
global route	0.5083	0.06518
detailed placement	0.4726	-0.2614
worst max path at each step:
stage / endpoint / slack [ns] / depth (start not counted)
final: SYS_STATE[4] / 0.16 / 6
after global routing: SYS_STATE[4] / 0.07 / 6
after CTS: SYS_STATE[4] / 0.05 / 7
report_power, final:
part	internal, mW	leakage, nW	switching [mW]	total (mW)
Clock	0.197	0.182	0.150	0.347
Combinational	0.00440	0.502	0.00397	0.00837
Sequential	0.350	0.396	0.00236	0.352
Total	0.551	1.08	0.156	0.707
registers in the layout, summed over array words and instances (netlist names):
name and flops:
BOOTUP_COUNTER 16, data_counter 16, SYS_STATE 5, BOOT_UP_DONE 1, INITIATE_BOOT 1, READY_GO 1
STP_R 1, TRX_STATE 1, USB_RST_R 1
worst max-delay path: stages:
cell	delay (ns)
clkdlybuf4s50_1	0.45
nand3b_1	0.10
a22oi_1	0.11
a2111oi_4	0.45
nand3_2	0.12
a221o_1	0.35
layout make-up:
class                      instances  area [um2]  area share, %
clock buffer                       6       82.58          3.091
inverter                          14       52.55          1.967
clock inverter                    23       126.4          4.731
timing repair buffer              13       145.1          5.433
sequential                        43        1075          40.23
multi-input combinational        167        1102          41.26
tap                               70       87.58          3.279
logic make-up (layout without fill, tap and decap cells):
family	Yosys count	in the layout	share of synthesized area (%)
xor+xnor	17	17	6.659
simple gates	91	91	23.00
buf+inv	29	56	6.211
other cells	2	19	0.3359
flops	43	43	48.07
compound gates	33	33	11.81
fa+ha+maj	7	7	3.917
per-layer routing:
layer,part of all wire [%],vias up,wire length (um)
met5,0,-,0
met4,1.6,0,70
met3,4.5,6,193
met2,43,41,1829
met1,51,789,2186
li1,-,855,-
No activity file was given, so power comes from the tool's default toggle rates.
